[/design/flow/constraint.sdc]
current_design BCD_Decoder

set clk_period 4.8
set clk_io_pct 0.2

create_clock -name clk0 -period $clk_period

set non_clock_inputs [all_inputs -no_clocks]
set_input_delay [expr $clk_period * $clk_io_pct] -clock clk0 $non_clock_inputs
set_output_delay [expr $clk_period * $clk_io_pct] -clock clk0 [all_outputs]
[/design/flow/run.sh]
#!/bin/bash
# OpenROAD 26Q1-2900-gdf79404cd8, Yosys 0.63+post, stock flow scripts
make -C /OpenROAD-flow-scripts/flow DESIGN_CONFIG=/design/flow/config.mk WORK_HOME=/design/flow/orfs finish
[/design/flow/config.mk]
export PLATFORM = sky130hd
export DESIGN_NAME = BCD_Decoder
export DESIGN_NICKNAME = BCD_Decoder
export VERILOG_FILES = /design/flow/design.v
export SDC_FILE = /design/flow/constraint.sdc
export NUM_CORES = 4
export LEC_CHECK = 1
export CORE_AREA = 10 10 83 83
export DIE_AREA = 0 0 93 93
[/design/flow/design.v]
module BCD_Decoder (in, hundreds, tens, ones);
	input logic [7:0] in;
	output logic [3:0] hundreds, tens, ones; 
	assign hundreds = in / 100;
	assign tens = (in - hundreds * 100) / 10;
	assign ones = in % 10;
endmodule 
==> writeup.txt <==
The biggest area contributor in the post-synthesis netlist is sky130_fd_sc_hd__ha_1. By count the netlist is led by sky130_fd_sc_hd__nand2_1, sky130_fd_sc_hd__nor2_1, sky130_fd_sc_hd__a21oi_1. The first-pass GRT wire length came out at 8780 um.

The logs give 63.2% for the max-slew headroom at the worst pin and 0.189 GHz for the achievable frequency. The script parses the final routing iteration and logs DRC violations as 0. The run gives 110% for the final worst-path cycle share.

The run gives 5140 um2 as the placeable core region. Summed over all layers, the global routing overflow is 0. The flow ran to the end, but the final reports show violations. For the final non-filler cell total, the log shows 386. The sequential cells in the finished layout cover a total of 0 um2. Counting the fill cells in the layout gives 430. The aggregate global-route resource usage is 11.5%. In this run the horizontal extent of the chip is 93 um.

The area taken by multi-input combinational cells is reported as 1800 um2. Per the final timing report, the hold violations number 0. For the minimum setup slack after placement, the log shows -1310 ps. Of all nets on the critical path, the largest fanout is 4.

The number of placed instances, taps included, is 359. Per the post-route antenna check, the number of violating nets is 0. The run gives 0 for the number of antenna violations at the first check in global routing. The routed design ends up with an antenna cell count of 0. In the synthesis report, Yosys lists the chip area as 1490 um2.

The checks that failed: setup timing. The design draws 0.000727 W. For the largest net degree at the start of global routing, the log shows 19. The leakage power in the latest report is 1.24 nW. Per the finish-stage timing summary, setup violations number 4. Critical path class: in -> out.

The chip occupies 8650 um2. The number of library cell types mapped by synthesis was 71. The startpoint type of the worst setup path is a primary input. Sorting the synthesis cell report by count puts at the top sky130_fd_sc_hd__nand2_1. Hold repair after CTS inserted 0 buffers. During synthesis, Yosys emitted a total of 0 warnings. The worst setup path is captured at an output pin.

The worst VDD IR drop from the latest analysis is 0.000128 V. According to the hold report, the worst path is of the in -> out type. Per the run report, area growth between synthesis and finish was 91.9%. The routed layout has 1985 vias. The run gives 4 for the number of iterations in the first detailed-routing pass. The minimum setup slack in the final design came out at -502 ps.

Setup repair after global routing could not meet its margin everywhere. Dividing total power by cell area gives a power density of 254 nW/um2. The run gives 3460 um as the HPWL after detailed placement. In this run the biggest area consumer among cell types represents 6.71% of the synthesized area. Transition at the pin with the smallest max-transition slack: 549 ps. The clock buffers instantiated in the layout total 0. The placement row count is 26, and the floorplan core density is 29.0%. From bottom edge to top edge, the die measures 93 um. According to the I/O placement log, the pin count is 20. The run gives 0.863 as the final estimated routing congestion in global placement. For this sky-water flow run, the detailed-routed wirelength per cell is reported as 13.1 um.

With the sequential fraction of the synthesis area at 0%, the post-detailed-routing wire length is 5070 um. The worst path in the final design needs a cycle of 5300 ps, including I/O delays and setup. The data arrival time of the critical path was 4340 ps; the number of standard cells reported by yosys was 217. Data on the critical path is required at its endpoint by 3840 ps. Sequential cells placed in the final layout were counted as 0. At the end of the flow the core is filled with cells to 55.7%. Dividing the detail-routed via count by the number of cells gives 5.14. The violation tally recorded at the end of detailed-routing iteration 0 is 117. Cells with a size suffix above 1 make up 57.3% of the layout. Sorting the synthesized cells by area gives the leading types as sky130_fd_sc_hd__ha_1, sky130_fd_sc_hd__nand2_1, sky130_fd_sc_hd__nor2_1. The run gives 35 for the stage-log warning count. The tally of buffers added on design ports came out at 16. Counting pins that exceed their max-slew limit in the final report gives 0. The final hold slack was 1920 ps. The number of violations of the max-capacitance limit came out at 0.

The number of instances in the synthesized netlist came out at 217. In this run the cell area of the synthesized design comes to 1490 um2. The tools report the via count of the first global-routing pass as 1925. Each instance of the synthesized netlist takes up on average 6.88 um2.
-- cell type report --
cell class                 instances  share of cell area [%]
multi-input combinational        194                    63.0
timing repair buffer             114                    32.9
tap                               70                    3.06
inverter                           8                    1.05
-- logic make-up (layout without fill, tap and decap cells) --
family / Yosys count / in the layout / share of synthesized area (%)
adder cells (fa/ha/maj): 11 / 11 / 8.80
buffers and inverters: 25 / 122 / 9.56
XOR/XNOR: 12 / 12 / 7.54
AND/OR/NAND/NOR: 86 / 86 / 29.0
multiplexers: 5 / 5 / 3.77
other: 1 / 2 / 0.251
AND-OR/OR-AND: 77 / 78 / 41.1
-- critical path, cell delays in order --
cell and delay [ps]:
sky130_fd_sc_hd__buf_6 90, sky130_fd_sc_hd__o31a_1 280, sky130_fd_sc_hd__ha_1 300, sky130_fd_sc_hd__nand2b_4 150, sky130_fd_sc_hd__o21a_4 210, sky130_fd_sc_hd__inv_2 70, sky130_fd_sc_hd__ha_4 210, sky130_fd_sc_hd__or2_4 280
sky130_fd_sc_hd__or2_4 250, sky130_fd_sc_hd__o311a_4 140, sky130_fd_sc_hd__a21boi_4 170, sky130_fd_sc_hd__mux2_4 350, sky130_fd_sc_hd__a21oi_4 180, sky130_fd_sc_hd__buf_6 130, sky130_fd_sc_hd__buf_4 110, sky130_fd_sc_hd__a21oi_2 40
sky130_fd_sc_hd__nand3_1 60, sky130_fd_sc_hd__o311a_1 180, sky130_fd_sc_hd__o21ai_1 60, sky130_fd_sc_hd__buf_2 110
-- routing by layer --
layer | share of wire (%) | GRT usage [%]
met5 | 0 | 0
met4 | 0.41 | 0.386
met3 | 2.0 | 0.404
met2 | 46 | 19.2
met1 | 52 | 16.8
-- worst paths after layout --
kind	startpoint	slack [ps]	cells after the start	to
max	in[3]	-500	20	tens[0]
min	in[0]	1920	0	ones[0]
-- report_power, final --
part | total (W) | switching (W) | internal [W]
registers | 0 | 0 | 0
logic | 0.000727 | 0.000328 | 0.000399
clock network | 0 | 0 | 0
-- per-stage QoR --
stage	instance area, um2	TNS (ps)
final	2860	-1220
after global routing	2860	-2120
after CTS	2600	-1340
after detailed placement	2260	-7280
after global placement	2260	-7090
after floorplan	1610	-613
-- placed cells by master, fill, tap and decap left out, types with 3 or more instances in the layout --
cell type / n
sky130_fd_sc_hd__nand3b_1: 3
sky130_fd_sc_hd__a21o_1: 3
sky130_fd_sc_hd__nand3_1: 6
sky130_fd_sc_hd__xnor2_2: 4
sky130_fd_sc_hd__nand2_4: 3
sky130_fd_sc_hd__buf_4: 81
sky130_fd_sc_hd__ha_1: 4
sky130_fd_sc_hd__nor2b_1: 4
sky130_fd_sc_hd__buf_2: 6
sky130_fd_sc_hd__o21ai_0: 4
sky130_fd_sc_hd__nor3_4: 3
sky130_fd_sc_hd__buf_6: 18
sky130_fd_sc_hd__ha_4: 4
sky130_fd_sc_hd__o21ai_2: 3
sky130_fd_sc_hd__a211oi_2: 3
sky130_fd_sc_hd__clkdlybuf4s50_1: 3
sky130_fd_sc_hd__maj3_2: 3
sky130_fd_sc_hd__xor2_1: 4
sky130_fd_sc_hd__or2_4: 3
sky130_fd_sc_hd__nand2_1: 19
sky130_fd_sc_hd__xnor2_1: 3
sky130_fd_sc_hd__inv_1: 6
sky130_fd_sc_hd__nand2_2: 4
sky130_fd_sc_hd__nor2_1: 16
sky130_fd_sc_hd__a21oi_2: 3
sky130_fd_sc_hd__o211ai_1: 3
sky130_fd_sc_hd__nand2b_1: 4
sky130_fd_sc_hd__o21ai_1: 5
sky130_fd_sc_hd__a21oi_1: 10
-- timing repair --
action | 4_1_cts | 5_1_grt
pin swaps | 34 | 32
setup endpoints to repair | 7 | 7
cloned | 1 | 0
setup buffers | 21 | 7
resized | 81 | 45
Power and IR drop assume default switching activity.
