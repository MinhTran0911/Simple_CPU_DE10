### flow/config.mk
export PLATFORM = sky130hd
export DESIGN_NAME = Control_Unit
export DESIGN_NICKNAME = Control_Unit
export VERILOG_FILES = /design/flow/design.v
export SDC_FILE = /design/flow/constraint.sdc
export NUM_CORES = 4
export LEC_CHECK = 1
export CORE_AREA = 10 10 70 70
export DIE_AREA = 0 0 80 80
### flow/constraint.sdc
current_design Control_Unit

set clk_period 2.9
set clk_io_pct 0.2

create_clock -name clk0 -period $clk_period [get_ports {clk}]

set non_clock_inputs [all_inputs -no_clocks]
set_input_delay [expr $clk_period * $clk_io_pct] -clock clk0 $non_clock_inputs
set_output_delay [expr $clk_period * $clk_io_pct] -clock clk0 [all_outputs]
### flow/design.v
module Control_Unit (clk, rstn, opcode, F, B_sel, execute_n, write_a, write_b, write_o, write_cz);
	input logic [3:0] opcode;
	input logic clk, rstn, execute_n;
	output logic [1:0] B_sel;
	output logic [3:0] F;
	output logic write_a, write_b, write_o, write_cz;
	logic [3:0] instruction;
	logic current_state, next_state, prev_btn_state;
	typedef enum logic {IDLE, EXECUTE} State;
	typedef enum logic [3:0] { NOP 		= 4'b0000,
										INPUT 	= 4'b0001,
										OUTPUT 	= 4'b0010,
										INC_A 	= 4'b0011,
										INC_B 	= 4'b0100,
										MOV_B_A 	= 4'b0101,
										ADD_A_B 	= 4'b0110,
										SUB_A_B 	= 4'b0111,
										AND_A_B 	= 4'b1000,
										OR_A_B	= 4'b1001,
										SHL 		= 4'b1010,
										SHR 		= 4'b1011 } Instruction_Set;
	typedef enum logic [3:0] { OUT_A 		= 4'b0000,
										OUT_B 		= 4'b0001,
										INCREMENT_A = 4'b0010,
										INCREMENT_B = 4'b0011,
										A_PLUS_B 	= 4'b0100,
										A_SUB_B 		= 4'b0101,
										A_AND_B 		= 4'b0110,
										A_OR_B 		= 4'b0111,
										SHIFT_R_A 	= 4'b1000,
										SHIFT_L_A 	= 4'b1001 } ALU_Op;
	typedef enum logic [1:0] { NON			= 2'bxx,
										B_REG 		= 2'b00,
										EXT_INPUT 	= 2'b11 } B_Bus_Selector;
	always_ff @(negedge clk, negedge rstn) begin
		if (!rstn) current_state <= IDLE;
		else begin
			current_state <= next_state;
			if (execute_n) prev_btn_state <= 1;
			else if (prev_btn_state) prev_btn_state <= 0;
		end
	end
	always_comb begin
		case (current_state)
			IDLE: begin
						if ((!execute_n) && prev_btn_state) next_state = EXECUTE;
						else next_state = IDLE;
					end
			EXECUTE: next_state = IDLE;
			default: next_state = IDLE;
		endcase
	end
	always_comb begin
		case (current_state)
			IDLE: instruction = NOP;
			EXECUTE: instruction = opcode;
			default: instruction = NOP;
		endcase
	end
	always_comb begin
		case (instruction)
			NOP:		begin
							B_sel = NON;
							F = OUT_A;
							write_a = 1'b0;
							write_b = 1'b0;
							write_o = 1'b0;
							write_cz = 1'b0;
						end
			INPUT:	begin
							B_sel = EXT_INPUT;
							F = OUT_B;
							write_a = 1'b1;
							write_b = 1'b0;
							write_o = 1'b0;
							write_cz = 1'b1;
						end
			OUTPUT:	begin
							B_sel = NON;
							F = OUT_A;
							write_a = 1'b0;
							write_b = 1'b0;
							write_o = 1'b1;
							write_cz = 1'b1;
						end
			INC_A:	begin
							B_sel = NON;
							F <= INCREMENT_A;
							write_a = 1'b1;
							write_b = 1'b0;
							write_o = 1'b0;
							write_cz = 1'b1;
						end
			INC_B:	begin
							B_sel = B_REG;
							F = INCREMENT_B;
							write_a = 1'b0;
							write_b = 1'b1;
							write_o = 1'b0;
							write_cz = 1'b1;
						end
			MOV_B_A:	begin
							B_sel = NON;
							F = OUT_A;
							write_a = 1'b0;
							write_b = 1'b1;
							write_o = 1'b0;
							write_cz = 1'b1;
						end
			ADD_A_B:	begin
							B_sel = B_REG;
							F = A_PLUS_B;
							write_a = 1'b1;
							write_b = 1'b0;
							write_o = 1'b0;
							write_cz = 1'b1;
						end
			SUB_A_B:	begin
							B_sel = B_REG;
							F = A_SUB_B;
							write_a = 1'b1;
							write_b = 1'b0;
							write_o = 1'b0;
							write_cz = 1'b1;
						end
			AND_A_B:	begin
							B_sel = B_REG;
							F = A_AND_B;
							write_a = 1'b1;
							write_b = 1'b0;
							write_o = 1'b0;
							write_cz = 1'b1;
						end
			OR_A_B:	begin
							B_sel = B_REG;
							F = A_OR_B;
							write_a = 1'b1;
							write_b = 1'b0;
							write_o = 1'b0;
							write_cz = 1'b1;
						end
			SHL:		begin
							B_sel = NON;
							F = SHIFT_L_A;
							write_a = 1'b1;
							write_b = 1'b0;
							write_o = 1'b0;
							write_cz = 1'b1;
						end
			SHR:		begin
							B_sel = NON;
							F = SHIFT_R_A;
							write_a = 1'b1;
							write_b = 1'b0;
							write_o = 1'b0;
							write_cz = 1'b1;
						end
			default: begin
							B_sel = NON;
							F = OUT_A;
							write_a = 1'b0;
							write_b <= 1'b0;
							write_o <= 1'b0;
							write_cz <= 1'b0;
						end
		endcase
	end
endmodule	
### flow/run.sh
#!/bin/bash
# OpenROAD 26Q1-2900-gdf79404cd8, Yosys 0.63+post, stock flow scripts
make -C /OpenROAD-flow-scripts/flow DESIGN_CONFIG=/design/flow/config.mk WORK_HOME=/design/flow/orfs finish
==> reports/metrics.yaml <==
timing:
  rsz0062_at_grt: "yes"
  hold_viol: 0
  setup_tns_ns: -6.004
  finalClockSkew_ns: 0.04311
  setup_viol: 10
  max_slew.worst_pin.slew_ns: 0.3947
  finalWorstSetupSlack_ns: -0.7980
  relSlewSlack: 0.7361
  hold-worst-slack_ns: 0.4947
  slew_violations: 0
cts:
  numCtsBuffers: 3
  root_buffer: "clkbuf_4"
  cts.path.max_buffers: 2
  clock-sinks: 2
  clkTransAtPathRegs_ns: 0.03
  hold_buffers: 0
  ctsHtreeMaxLevel: 1
  cts_tree: "built"
  insertion_delay_ns: 0.29
critical_path:
  crit_type: "flip-flop to output port"
  startpoint_type: "flip-flop"
  cp-end-kind: "output port"
  r2r_start: "current_state"
  critPathArrivalTime_ns: 3.12
  critPathRequiredTime_ns: 2.32
  startpoint: "current_state"
  cp_max_fo: 4
route:
  via_per_inst: 3.234
  via_count: 359
  drt-pass1-iter-count: 2
  drt-wirelength-per-cell_um: 10.27
  routed_wirelength_um: 1140
  drtAntennaViolNets: 0
  diodes: 0
  drtIter0Drc: 6
  drc_errors: 0
floorplanning:
  fp_util: 0.08681
  fp-row-count: 21
  die_h_um: 80
  core-area_mm2: 0.003416
  dieArea_mm2: 0.006400
  boundaryPins: 17
  fp.dieW_um: 80
place:
  io_buffer_count: 16
  dpl_worst_slack_ns: -0.9282
  dpl_cell_area_um2: 558.0
  gp_congestion: 0.8069
synth:
  synth_warnings: 1
  synthAdderAreaFrac: 0.2110
  seq_area_frac_synth: 0.1857
  synth_area_um2: 296.5
  postSynthCellCount: 35
  synth_cell_types: 22
  synth_stat.cells: 35
  ys_sh_xor: 0
  simple_gate_area_frac: 0.2911
  logic_family: "simple AND/OR/NAND/NOR gates"
  ys.flops: 2
  ys_area_um2: 296.5
  ys_sh_mux: 0.03797
  avgSynthCellArea_um2: 8.472
  ys_sh_aoi: 0.1646
cells_and_area:
  final_area_um2: 735.7
  regArea_um2: 55.05
  area_growth_pct: 148.1
  comb_area_um2: 310.3
  num-fill-cells: 382
  layout-drive-gt1-share: 0.6462
min_path:
  min_path_type: "flip-flop to flip-flop"
  holdCritStartpoint: "prev_btn_state"
flow_run:
  maxCapViolCount: 0
  warnings: 33
pwr:
  power_w: 0.0001842
  peakVddDrop_mv: 0.3026
  power.leakage_nw: 0.3584
  power.density_mw_per_mm2: 250.4
grt:
  track_usage: 0.03753
  grt_start_max_net_pins: 11
  grt_pass1_vias: 395
  grt_pass1_wl_um: 2001
  overflow: 0
  antenna_found_initial: 0
run_status:
  violations: "setup timing"
  run_status: "complete, but fails checks"
-- final cells by class --
type,count,area share
clock buffer,4,0.03571
tap,46,0.07823
timing repair buffer,29,0.3622
inverter,3,0.02211
clock inverter,1,0.005102
sequential,2,0.07483
multi-input combinational,26,0.4218
-- cells in the mapped netlist, drive strengths merged --
cell type | instances | area share
or3b | 1 | 0.030
a211o | 1 | 0.030
mux2 | 1 | 0.038
nor3b | 2 | 0.051
a21boi | 2 | 0.051
and2 | 2 | 0.042
ha | 5 | 0.21
a22oi | 1 | 0.025
o21bai | 1 | 0.025
nor3 | 1 | 0.017
nand3b | 1 | 0.025
dfrtn | 1 | 0.084
nand2 | 3 | 0.038
nor4bb | 1 | 0.034
o21ai | 1 | 0.017
edfxtp | 1 | 0.10
buf | 3 | 0.059
and3 | 1 | 0.021
inv | 4 | 0.051
a21oi | 1 | 0.017
and4b | 1 | 0.034
-- cell families (layout without fill, tap and decap cells) --
logic type	count (synthesis)	in the layout
compound gates	7	7
simple gates	13	13
mux	1	1
flops	2	2
fa+ha+maj	5	5
buf+inv	7	37
-- flip-flops by register name (all words and copies together) (netlist names) --
register / count
current_state: 1
prev_btn_state: 1
-- metrics by stage --
step | std cells | utilization
finish | 111 | 0.2154
global route | 111 | 0.2154
CTS | 108 | 0.2033
detailed placement | 98 | 0.1634
global placement | 98 | 0.1634
floorplan | 35 | -
-- worst max-delay path: stages (launching register included) --
cell     delay (ns)
dfrtn_1        0.53
nand2_4        0.09
buf_6          0.14
ha_4           0.14
and4b_1        0.17
a211o_1        0.23
buf_2          0.12
-- report_power, final --
group,total (W),leakage [nW],switching (W),internal (W)
logic,0.0000731,0.315,0.0000279,0.0000452
registers,0.0000348,0.0229,0.00000235,0.0000324
clock network,0.0000763,0.0203,0.0000230,0.0000534
-- cells in the final DEF, fill, tap and decap left out, drive strengths merged, types with 2 or more instances in the layout --
master	Yosys	final
and2	2	2
inv	4	4
nor3b	2	2
clkbuf	0	4
a21boi	2	2
ha	5	5
clkdlybuf4s50	0	6
nand2	3	3
buf	3	22
-- timing repair --
item	4_1_cts	5_1_grt
endpoints found under the hold margin	0	0
endpoints found under the setup margin	10	10
gates resized	48	4
setup buffers	6	3
pin swaps	5	2
-- layer usage --
layer | vias up | global-route usage | wire length [um]
met2 | 5 | 0.06982 | 669
met3 | 4 | 0.01477 | 33
met1 | 169 | 0.03795 | 423
li1 | 181 | - | -
met4 | 0 | 0.008803 | 14
met5 | - | 0 | 0
-- worst paths after layout --
kind | endpoint | depth (start not counted) | slack (ns)
max in group asynchronous | current_state | 1 | 0.91
min | current_state | 1 | 0.49
min reg2reg | current_state | 1 | 0.49
min in group asynchronous | current_state | 1 | 1.84
max | F[1] | 6 | -0.80
max reg2reg | current_state | 2 | 2.01
No activity file was given, so power comes from the tool's default toggle rates.
