==> flow/design.v <==
module Arithmetic_Logic_Unit (A, B, F, C, flags);
	input logic [7:0] A, B;
	input logic [3:0] F;
	output logic [7:0] C;
	output logic [1:0] flags;
	typedef enum logic [3:0] { OUT_A 		= 4'b0000,
										OUT_B 		= 4'b0001,
										INCREMENT_A = 4'b0010,
										INCREMENT_B = 4'b0011,
										A_PLUS_B 	= 4'b0100,
										A_SUB_B 		= 4'b0101,
										A_AND_B 		= 4'b0110,
										A_OR_B 		= 4'b0111,
										SHIFT_R_A 	= 4'b1000,
										SHIFT_L_A 	= 4'b1001 } ALU_Op;
	always_comb begin
		case (F)
			OUT_A: C = A;  
			OUT_B: C = B;  
			INCREMENT_A: C = A + 8'b1;  
			INCREMENT_B: C = B + 8'b1;  
			A_PLUS_B: C = A + B;  
			A_SUB_B: C = A - B;  
			A_AND_B: C = A & B;  
			A_OR_B: C = A | B;  
			SHIFT_R_A: C = A >> 1;  
			SHIFT_L_A: C = A << 1;  
			default: C = 8'b0;
		endcase
	end
	assign flags[1] = ((F == INCREMENT_A) && (C < A)) ? 1'b1 :
							((F == INCREMENT_B) && (C < B)) ? 1'b1 :
							((F == A_PLUS_B) && (C < A))	  ? 1'b1 :
							((F == SHIFT_L_A) && (C < A))   ? 1'b1 :
							((F == A_SUB_B) && (B > A))	  ? 1'b1 : 1'b0;
	assign flags[0] = (C == 8'b0) ? 1'b1 : 1'b0;
endmodule
==> flow/run.sh <==
#!/bin/bash
# OpenROAD 26Q1-2900-gdf79404cd8, Yosys 0.63+post, stock flow scripts
make -C /OpenROAD-flow-scripts/flow DESIGN_CONFIG=/design/flow/config.mk WORK_HOME=/design/flow/orfs finish
==> flow/config.mk <==
export PLATFORM = sky130hd
export DESIGN_NAME = Arithmetic_Logic_Unit
export DESIGN_NICKNAME = Arithmetic_Logic_Unit
export VERILOG_FILES = /design/flow/design.v
export SDC_FILE = /design/flow/constraint.sdc
export NUM_CORES = 4
export LEC_CHECK = 1
export CORE_AREA = 10 10 98 98
export DIE_AREA = 0 0 108 108
==> flow/constraint.sdc <==
current_design Arithmetic_Logic_Unit

set clk_period 13.4
set clk_io_pct 0.2

create_clock -name clk0 -period $clk_period

set non_clock_inputs [all_inputs -no_clocks]
set_input_delay [expr $clk_period * $clk_io_pct] -clock clk0 $non_clock_inputs
set_output_delay [expr $clk_period * $clk_io_pct] -clock clk0 [all_outputs]
==> reports/metrics.cfg <==
[die]
fp.dieArea_mm2 = 0.0117
rows = 32
fp.dieW_um = 108
core-area_mm2 = 0.00765
die_h_um = 108
fp_util = 0.262
pin_count = 30

[synthesis]
top_cells_by_area = ha_1 29%, xnor2_1 7.9%, inv_1 4.7%, a21oi_1 4.5%, nand2_1 3.9%
top_area_frac = 0.287
synth_cell_type_count = 57
yosys_area_mm2 = 0.00201
ys_sh_adder = 0.307
synthAoiAreaFrac = 0.250
yosys.stat.seqShare = 0
yosys.area_share.simple = 0.237
mux_share = 0.0424
syn_inst = 271
synth.most_common_cell = ha_1
avgSynthCellArea_um2 = 7.40
yosysWarningCount = 1
ys_sh_xor = 0.0830
synth_area_mm2 = 0.00201
topCombFamilyByArea = adder cells
largest_area_cell = ha_1
top_cells_by_count = 46 x ha_1, 25 x inv_1, 21 x nand2_1, 18 x a21oi_1, 18 x xnor2_1
yosysCellCount = 271

[detailed_routing]
wl_per_cell_um = 17.1
drc = 0
detail_route.wirelength_um = 6780
drt_iter0_markers = 223
vias = 2158
route.antenna.diode_count = 0
first_pass_iters = 5
antenna_left = 0
via_per_inst = 5.44

[final_layout]
fin_area_mm2 = 0.00239
logic_area_mm2 = 0.00184
clkbuf_count = 0
flop_area_um2 = 0
area_growth_pct = 19.4
final_util = 0.313
fillers = 812
layout-drive-gt1-share = 0.0305
flop-count = 0
instances_no_fill = 397

[min_path]
hold_path_depth = 4
holdPathEnd = flags[1]
hp-class = in2out
hold_start = A[7]

[cts]
cts_resized = 0
post_cts_buffers = 0
cts-hold-fix-buffers = 0

[power]
p_leak_uw = 0.00107
peakVddDrop_uv = 9.99
power_density_mw_per_mm2 = 36.0

[final_timing]
hold_ws_ps = 6660
fmax_ghz = 0.0962
hold_viol_final = 0
rsz0062_at_grt = no
finalWorstPathRequiredPeriod_ps = 10390
setup_violations = 0
tightestPinTransition_ps = 857
slew_headroom = 0.427
finalSetupTns_ps = 0
timing.final.crit_share = 0.775
finalMaxSlewViolations = 0

[placement]
port_buffers = 30
gp_congestion = 0.992
place_area_mm2 = 0.00239
place_inst = 397
dp_hpwl_um = 5460

[global_route]
grt_usage = 0.116
grt_pass1_wl_um = 11000
antenna_found_initial = 0
grt_max_degree = 30
grt_pass1_vias = 2061
grt-ovfl-total = 0

[setup_path]
critPathSlowestCell = nor2b_1
crit_required_ps = 10720
start_kind = primary input
cpPeakStageDelay_ps = 820
end_kind = output port
crit_type = in2out
crit_chain = clkdlybuf4s50_1, nor2b_1, and3_1, ha_1, a211oi_1, o21bai_1, a21oi_1, xnor2_1, nand2_1, o2111ai_1, ha_1, and4_1, a2111oi_0, o21ai_1, o311ai_1, clkdlybuf4s50_1
crit_arrival_ps = 7710
worst-path-max-fanout = 19

[job]
openroad.warnings = 48
max_cap_viol_count = 0

[run_status]
status = finished, final reports clean

[logic make-up (layout without fill, tap and decap cells)]
logic type,count (synthesis),count (layout)
AND/OR/NAND/NOR,91,91
AND-OR/OR-AND,71,71
buffers and inverters,35,59
XOR/XNOR,19,19
adder cells (fa/ha/maj),48,48
multiplexers,7,7
[final cells by class]
type,count,area share
inverter,25,0.0392
tap,102,0.0533
timing repair buffer,34,0.138
multi-input combinational,236,0.770
[critical path: cells and delay by family]
kind	cells	cell delay, ps
adders and majority gates	2	610
xor gates and xnor gates	1	130
and+or+nand+nor	4	1320
AOI/OAI and AO/OA	7	1610
buffers and inverters	2	1330
[through the flow]
stage / setup WS (ps) / total power (µW)
after global placement: 3070 / 86.2
after floorplan: 4990 / 51.4
after detailed placement: 3050 / 85.0
final: 3010 / 86.2
after global routing: 2500 / 95.4
after CTS: 3050 / 86.0
[report_power, final]
part / switching (µW) / total, µW / internal, µW
Combinational: 46.8 / 86.2 / 39.5
Clock: 0 / 0 / 0
Sequential: 0 / 0 / 0
[worst max path at each step]
| stage | from | endpoint | cells past startpoint |
|---|---|---|---|
| final | F[3] | flags[1] | 16 |
| after global routing | F[3] | flags[1] | 16 |
| after CTS | F[3] | flags[1] | 16 |
[metal layers]
metal / GRT usage / share of wire / vias to the layer above
li1: - / - / 1048
met4: 0.0258 / 0.026 / 0
met5: 0 / 0 / -
met3: 0.0133 / 0.065 / 18
met1: 0.163 / 0.46 / 991
met2: 0.185 / 0.45 / 101
[cells in the final DEF (no fill, tap or decap), types with 4 or more instances in the layout]
cell | synthesis | final
ha_1 | 46 | 46
clkdlybuf4s50_1 | 0 | 30
inv_1 | 25 | 25
nand2_1 | 21 | 21
a21oi_1 | 18 | 18
xnor2_1 | 18 | 18
nor2_1 | 17 | 17
nand3_1 | 13 | 13
and3_1 | 9 | 9
nor2b_1 | 7 | 7
o21ai_0 | 7 | 7
o211ai_1 | 5 | 5
nor3_1 | 5 | 5
mux2i_1 | 4 | 4
or3_1 | 4 | 4
a21o_1 | 4 | 4
buf_4 | 5 | 4
Power figures rest on the tool's default switching activity, not on a simulated workload.
